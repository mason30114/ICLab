**design/flow/design.v**
```verilog
module fsm(
    input clk,
    input srst_n,
    output reg [1:0] state,
    output reg valid_ctl
);
localparam IDLE = 2'd0, LOAD_P = 2'd1, LOAD_S = 2'd2, LOAD_D = 2'd3;
reg [1:0] n_state;
reg n_valid_ctl;
always@* begin
    case(state)
        IDLE: n_state = LOAD_P;
        LOAD_P: n_state = LOAD_S;
        LOAD_S: n_state = LOAD_D;
        LOAD_D: n_state = LOAD_P;
        default: n_state = IDLE;
    endcase
    n_valid_ctl = (state == LOAD_D)? 1 : 0;
end
always@(posedge clk) begin
    if(~srst_n) begin
        state <= IDLE;
        valid_ctl <= 0;
    end
    else begin
        state <= n_state;
        valid_ctl <= n_valid_ctl;
    end
end
endmodule
module rop3_lut16
#(
  parameter N = 8
)
(
  input clk,
  input srst_n,
  input [N-1:0] Bitmap,
  input [7:0] Mode,
  output reg [N-1:0] Result,
  output reg valid
);
localparam IDLE = 2'd0, LOAD_P = 2'd1, LOAD_S = 2'd2, LOAD_D = 2'd3;
wire [1:0] state;
wire valid_ctl;
reg [N-1:0] P, S, D;
reg [7:0] M;
reg [N-1:0] P_in, S_in, D_in, ROP3_output;
fsm fsm_U0(
  .clk(clk),
  .srst_n(srst_n),
  .state(state),
  .valid_ctl(valid_ctl)
);
always@*
begin
  case(state) 
    2'b01:
    begin 
      P_in = Bitmap;
      S_in = S;
      D_in = D;
    end
    2'b10:
    begin 
      P_in = P;
      S_in = Bitmap;
      D_in = D;
    end
    2'b11:
    begin 
      P_in = P;
      S_in = S;
      D_in = Bitmap;
    end
    default: 
    begin 
      P_in = P;
      S_in = S;
      D_in = D;
    end
  endcase
end
always@*
begin
  case(M) 
    8'h00: ROP3_output = 0;
    8'h11: ROP3_output = ~(D|S);
    8'h33: ROP3_output = ~S;
    8'h44: ROP3_output = S&~D;
    8'h55: ROP3_output = ~D;
    8'h5A: ROP3_output = D^P;
    8'h66: ROP3_output = D^S;
    8'h88: ROP3_output = D&S;
    8'hBB: ROP3_output = D|~S;
    8'hC0: ROP3_output = P&S;
    8'hCC: ROP3_output = S;
    8'hEE: ROP3_output = D|S;
    8'hF0: ROP3_output = P;
    8'hFB: ROP3_output = D|P|~S;
    8'hFF: ROP3_output = D|~D;
    default: ROP3_output = 0;
  endcase
end
always@(posedge clk)
begin
  P <= P_in;
  S <= S_in;
  D <= D_in;
  M <= Mode;
  Result <= ROP3_output;
  valid <= valid_ctl;
end
endmodule
```
**design/flow/run.sh**
```bash
#!/bin/bash
# OpenROAD 26Q1-2900-gdf79404cd8, Yosys 0.63+post, stock flow scripts
make -C /OpenROAD-flow-scripts/flow DESIGN_CONFIG=/design/flow/config.mk WORK_HOME=/design/flow/orfs finish
```
**design/flow/config.mk**
```make
export PLATFORM = sky130hd
export DESIGN_NAME = rop3_lut16
export DESIGN_NICKNAME = rop3_lut16
export VERILOG_FILES = /design/flow/design.v
export SDC_FILE = /design/flow/constraint.sdc
export NUM_CORES = 4
export LEC_CHECK = 1
export CORE_UTILIZATION = 40
```
**design/flow/constraint.sdc**
```tcl
current_design rop3_lut16

set clk_period 5.2
set clk_io_pct 0.2

create_clock -name clk0 -period $clk_period [get_ports {clk}]

set non_clock_inputs [all_inputs -no_clocks]
set_input_delay [expr $clk_period * $clk_io_pct] -clock clk0 $non_clock_inputs
set_output_delay [expr $clk_period * $clk_io_pct] -clock clk0 [all_outputs]
```
==> results.txt <==
Here are the numbers from the latest Yosys + OpenROAD run.

The flow ran to the end, and the final reports show no timing, DRC or antenna violations. The count of H-tree levels built during CTS is 2. The first-pass GRT wire length is 8473 microns. At the pin with the least slew margin, the transition time is 712.0 ps. The global routing usage on met1 is 31.19%.

The global-route congestion overflow total is 0. Power spread over the standard cell area amounts to 255.3 mW/mm^2. The setup TNS is 0 ps. The number of detailed-route iterations in the first pass is 4.

The number of rows in the core area came out at 27. The number of buffers inserted during clock tree synthesis came out at 5. The TritonCTS clock tree is built.

CTS placed an instance of sky130_fd_sc_hd__clkbuf_8 at the clock tree root. The number of synthesized register bits is 46. In the layout the commonest cells are sky130_fd_sc_hd__clkdlybuf4s50_1, sky130_fd_sc_hd__edfxtp_1, sky130_fd_sc_hd__dfxtp_1. Looking at the critical path, the single cell with the biggest stage delay is sky130_fd_sc_hd__or4_1.

The number of warning messages in the logs is 25. The post-detailed-route via-to-cell ratio came out at 5.847. The number of synthesis warnings is 2. The clock-pin slew of the registers on the worst-case setup and hold paths came out at 90 ps. Checking hold timing, the worst path is listed with class flip-flop to flip-flop.

The worst endpoint data arrival time is 2880 ps. The DRC violation total left in the routed layout is recorded as 0. The critical path is of the flip-flop to flip-flop type. The sequential area share after synthesis is 50.14%. Nets still carrying antenna violations after routing amount to 0.

At the placement stage, the worst setup path has a slack of 2545 ps. The CTS sink count came out at 46. The synthesized netlist was found by Yosys to have 220 cells. The area growth from synthesis to layout is 16.86%. The script extracted a total leakage power of 0.9444 nW. The longest individual stage delay on the worst path is 820 ps.

The worst-case headroom to the max-slew limit came out at 52.10%. The synthesized netlist handed to floorplanning was reported with a cell count of 220. The clock tree skew after final layout came out at 8.057 ps.

Global route summary, busiest routing layer listed as met1. The total number of vias came out at 1836. Static timing analysis puts the maximum clock frequency at 0.3680 GHz.

In this run the worst path has a maximum fanout of 19. Setup repair after global routing left no endpoint under its margin. The detailed placer's ending HPWL is 3551 microns.

The average instance in the mapped netlist occupies 10.53 sq um. On met3, the global router reports a usage of 4.841%. The routed design shows a wire length per standard cell of 16.96 microns. The post-CTS hold buffer count recorded in the log is 0.

The required time of the worst setup path is 5360 ps. Per the repair_timing log after CTS, setup buffers inserted total 0. Per the power-grid run, VDD falls by no more than 0.0001280 V. The chip footprint came out at 0.006098 sq mm. The global-route track usage on met2 came out at 25.70%.

The worst setup path is captured at a flip-flop. The skew report gives the latency at the later pin of the worst-skew pair as 300 ps. The synthesized area is 0.002316 sq mm. The number of buffers between clock root and the deepest sink is 2. The yosys synthesis chip area came out at 0.002316 sq mm. The final weighted congestion recorded by global placement is 0.9000. The antenna diode count came out at 0. The layout cell share with drive strength beyond 1 is 6.198%. The timing report notes that buffer and inverter cells on the critical path total 0.

The critical path goes through nand4bb_1 > or4_1 > mux2i_1 > xor2_1 > o221ai_1. In this run the standard cell core region covers 0.005540 sq mm. The total I/O pin count is 27. The max-capacitance violation count is 0.

The number of different library cells used by synthesis comes to 44. The final timing report gives a worst setup slack of 2483 ps. The total of cells resized after clock tree synthesis came out at 0. The final report gives the core utilization as 48.85%. The wire length recorded after detailed routing is 5325 microns. Entering global routing, the biggest net connects 20 pins.

The final cycle utilization of the critical path is 52.25%. The final critical path time including I/O delays and setup is 2717 ps. According to the floorplan report, the die height is 78.09 microns. The number of setup violations in the final report is 0.

Pins over their slew limit in the final report were tallied at 0. Hold is met by 333.2 ps. The highest-count logic cell in the final layout is sky130_fd_sc_hd__clkdlybuf4s50_1. The number of antenna violations at the first check in global routing came to 0. The starting density of the core came out at 41.80%. The combined global-route utilization of all metal layers is 18.73%.

The horizontal die dimension is 78.09 microns. The family with the most delay on the worst path is simple AND/OR/NAND/NOR gates. The final-report hold violation count came out at 0. The violation tally recorded at the end of detailed-routing iteration 0 is 189.

The worst reg-to-reg setup slack came out at 2480 ps. The number of global-route vias before repair is 1647. The number of port buffers came out at 26. The worst setup path is launched from a flip-flop.
-- worst paths after layout --
path	depth (start not counted)	to	from
hold reg to reg	0	valid$_DFF_P_	fsm_U0.valid_ctl$_SDFF_PN0_
hold / removal	0	valid$_DFF_P_	fsm_U0.valid_ctl$_SDFF_PN0_
setup / recovery	5	Result[3]$_DFF_P_	M[2]$_DFF_P_
setup reg to reg	5	Result[3]$_DFF_P_	M[2]$_DFF_P_
-- kinds of logic after synthesis --
family	share of synthesized area, %
AND-OR/OR-AND	19.45
XOR/XNOR	3.404
buffers and inverters	3.943
flip-flops	50.13
multiplexers	5.618
AND/OR/NAND/NOR	17.45
-- cell usage after synthesis --
| master | instances | area, sq um |
|---|---|---|
| sky130_fd_sc_hd__a2bb2oi_1 | 2 | 17.52 |
| sky130_fd_sc_hd__nand4_4 | 1 | 21.27 |
| sky130_fd_sc_hd__o221ai_1 | 1 | 8.760 |
| sky130_fd_sc_hd__nor3_1 | 9 | 45.04 |
| sky130_fd_sc_hd__a222oi_1 | 3 | 30.03 |
| sky130_fd_sc_hd__o211a_1 | 1 | 10.01 |
| sky130_fd_sc_hd__nand2_1 | 11 | 41.29 |
| sky130_fd_sc_hd__a311o_1 | 3 | 30.03 |
| sky130_fd_sc_hd__clkbuf_1 | 6 | 22.52 |
| sky130_fd_sc_hd__buf_6 | 1 | 11.26 |
| sky130_fd_sc_hd__and3_1 | 4 | 25.02 |
| sky130_fd_sc_hd__nor4_1 | 3 | 18.77 |
| sky130_fd_sc_hd__or3_1 | 4 | 25.02 |
| sky130_fd_sc_hd__nor2_1 | 13 | 48.80 |
| sky130_fd_sc_hd__a2111oi_0 | 4 | 35.03 |
| sky130_fd_sc_hd__or4_1 | 2 | 15.01 |
| sky130_fd_sc_hd__dfxtp_1 | 22 | 440.4 |
| sky130_fd_sc_hd__a221oi_1 | 1 | 8.760 |
| sky130_fd_sc_hd__nand4_1 | 1 | 6.260 |
| sky130_fd_sc_hd__o22a_1 | 1 | 8.760 |
| sky130_fd_sc_hd__a21oi_1 | 7 | 35.03 |
| sky130_fd_sc_hd__mux2i_1 | 13 | 130.1 |
| sky130_fd_sc_hd__o21ba_2 | 1 | 10.01 |
| sky130_fd_sc_hd__a22o_1 | 4 | 35.03 |
| sky130_fd_sc_hd__inv_1 | 2 | 7.510 |
| sky130_fd_sc_hd__o21a_1 | 2 | 15.01 |
| sky130_fd_sc_hd__o21ai_0 | 12 | 60.06 |
| sky130_fd_sc_hd__nand4bb_1 | 2 | 22.52 |
| sky130_fd_sc_hd__o22ai_1 | 9 | 56.30 |
| sky130_fd_sc_hd__a22oi_1 | 1 | 7.510 |
| sky130_fd_sc_hd__a211oi_1 | 3 | 22.52 |
| sky130_fd_sc_hd__nand3_1 | 5 | 25.02 |
| sky130_fd_sc_hd__nor2b_1 | 2 | 12.51 |
| sky130_fd_sc_hd__buf_4 | 2 | 15.01 |
| sky130_fd_sc_hd__edfxtp_1 | 24 | 720.7 |
| sky130_fd_sc_hd__nor3b_1 | 4 | 30.03 |
| sky130_fd_sc_hd__or2_2 | 1 | 6.260 |
| sky130_fd_sc_hd__xor2_1 | 9 | 78.83 |
| sky130_fd_sc_hd__nor4bb_1 | 1 | 10.01 |
| sky130_fd_sc_hd__nand2b_1 | 3 | 18.77 |
| sky130_fd_sc_hd__o211ai_1 | 8 | 60.06 |
| sky130_fd_sc_hd__buf_2 | 7 | 35.03 |
| sky130_fd_sc_hd__nand3b_1 | 1 | 7.510 |
| sky130_fd_sc_hd__and2_1 | 4 | 25.02 |
-- report_power, final --
group | switching, W | leakage (nW) | internal (W)
Sequential | 0.0000224 | 0.404 | 0.000396
Combinational | 0.0000197 | 0.496 | 0.0000291
Clock | 0.000127 | 0.0447 | 0.0000971
-- final cells by class --
type / instances / area [sq um]
Clock buffer: 5 / 68.82
Timing Repair Buffer: 30 / 290.3
Fill cell: 528 / 2834
Sequential cell: 46 / 1161
Clock inverter: 3 / 25.02
Tap cell: 72 / 90.09
Multi-Input combinational cell: 156 / 1064
Inverter: 2 / 7.507
-- per-stage QoR --
step / instances / total power (W) / instance area [sq um]
final: 314 / 0.0006909 / 2706
after global routing: 314 / 0.0007229 / 2706
after CTS: 314 / 0.0006975 / 2706
after detailed placement: 306 / 0.0004748 / 2613
after global placement: 306 / 0.0004746 / 2613
after floorplan: 220 / 0.0004478 / 2316
-- flip-flops by register name (all words and copies together) (netlist names) --
register / count
D: 8
M: 8
P: 8
Result: 8
S: 8
fsm_U0.state: 4
fsm_U0.valid_ctl: 1
valid: 1
-- metal layers --
metal | wire, microns | vias up | share of wire [%]
met5 | 0 | - | 0
met4 | 110 | 0 | 2.1
met3 | 450 | 11 | 8.5
met2 | 2294 | 79 | 43
met1 | 2469 | 840 | 46
li1 | - | 906 | -
-- worst reg2reg max path: cells and delay by family, from the launching register on --
family | cells | cell delay [ps]
and+or+nand+nor | 2 | 1230
xor gates and xnor gates | 1 | 160
AOI/OAI and AO/OA | 1 | 140
muxes | 1 | 280
DFF | 1 | 770
Power is estimated from default activity; no workload was simulated.
