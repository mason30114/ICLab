$ cat run.sh
#!/bin/bash
# OpenROAD 26Q1-2900-gdf79404cd8, Yosys 0.63+post, stock flow scripts
make -C /OpenROAD-flow-scripts/flow DESIGN_CONFIG=/design/flow/config.mk WORK_HOME=/design/flow/orfs finish
$ cat config.mk
export PLATFORM = sky130hd
export DESIGN_NAME = rop3_smart
export DESIGN_NICKNAME = rop3_smart
export VERILOG_FILES = /design/flow/design.v
export SDC_FILE = /design/flow/constraint.sdc
export NUM_CORES = 4
export LEC_CHECK = 1
export CORE_UTILIZATION = 40
$ cat constraint.sdc
current_design rop3_smart

set clk_period 2.4
set clk_io_pct 0.2

create_clock -name clk0 -period $clk_period [get_ports {clk}]

set non_clock_inputs [all_inputs -no_clocks]
set_input_delay [expr $clk_period * $clk_io_pct] -clock clk0 $non_clock_inputs
set_output_delay [expr $clk_period * $clk_io_pct] -clock clk0 [all_outputs]
$ cat design.v
module fsm(
    input clk,
    input srst_n,
    output reg [1:0] state,
    output reg valid_ctl
);
localparam IDLE = 2'd0, LOAD_P = 2'd1, LOAD_S = 2'd2, LOAD_D = 2'd3;
reg [1:0] n_state;
reg n_valid_ctl;
always@* begin
    case(state)
        IDLE: n_state = LOAD_P;
        LOAD_P: n_state = LOAD_S;
        LOAD_S: n_state = LOAD_D;
        LOAD_D: n_state = LOAD_P;
        default: n_state = IDLE;
    endcase
    n_valid_ctl = (state == LOAD_D)? 1 : 0;
end
always@(posedge clk) begin
    if(~srst_n) begin
        state <= IDLE;
        valid_ctl <= 0;
    end
    else begin
        state <= n_state;
        valid_ctl <= n_valid_ctl;
    end
end
endmodule
module rop3_smart
#(
    parameter N = 8
)
(
    input clk,
    input srst_n,
    input [N-1:0] Bitmap,
    input [7:0] Mode,
    output reg [N-1:0] Result,
    output reg valid
);
localparam IDLE = 2'd0, LOAD_P = 2'd1, LOAD_S = 2'd2, LOAD_D = 2'd3;
wire [1:0] state;
wire valid_ctl;
reg [7:0] temp1 [N-1:0];
reg [7:0] temp2 [N-1:0];
reg [N-1:0] P, S, D;
reg [7:0] M;
reg [N-1:0] P_in, S_in, D_in, ROP3_output;
integer i;
fsm fsm_U0(
	.clk(clk),
	.srst_n(srst_n),
	.state(state),
	.valid_ctl(valid_ctl)
);
always@*
begin
  case(state) 
    2'b01:
    begin 
      P_in = Bitmap;
      S_in = S;
      D_in = D;
    end
    2'b10:
    begin 
      P_in = P;
      S_in = Bitmap;
      D_in = D;
    end
    2'b11:
    begin 
      P_in = P;
      S_in = S;
      D_in = Bitmap;
    end
    default: 
    begin 
      P_in = P;
      S_in = S;
      D_in = D;
    end
  endcase
end
always@*
begin
  for (i = 0; i < N; i = i+1)
  begin
    temp1[i] = 8'h1 << {P[i], S[i], D[i]};
    temp2[i] = temp1[i] & M;
    ROP3_output[i] = |temp2[i];
  end
end
always@(posedge clk)
  if(~srst_n)
  begin
    P <= 0;
    S <= 0;
    D <= 0;
    M <= 0;
    Result <= 0;
    valid <= 0;
  end
  else
  begin
    P <= P_in;
    S <= S_in;
    D <= D_in;
    M <= Mode;
    Result <= ROP3_output;
    valid <= valid_ctl;
  end
endmodule
==> results.yml <==
# synthesis and place-and-route metrics
floorplan:
  die-area_mm2: 0.00511
  core_area_mm2: 0.00450
  die_x_extent_um: 71.5
  fp-row-count: 24
  die_h_um: 71.5
  boundaryPins: 27
  initial_core_util: 0.429
pwr:
  power.ir.vdd_worst_mv: 0.344
  power_density_mw_per_mm2: 628
  clockPowerShare: 0.319
  switching_power_mw: 0.359
  leakage_dissipation_nw: 0.849
  sequentialPowerShare: 0.580
  power_switching_share: 0.245
  power_report.internal_total_mw: 1.10
  power.share.combinational: 0.101
synth:
  yosys.stat.chipArea_mm2: 0.00193
  synth_warnings: 4
  ys_types: 13
  yosysTopAreaCell: "sky130_fd_sc_hd__dfxtp_1"
  yosys_cells: 172
  syn_inst: 172
  synth_area_mm2: 0.00193
  postSynthAreaPerCell_um2: 11.2
  top_cells_by_area: "sky130_fd_sc_hd__dfxtp_1 48%, sky130_fd_sc_hd__mux2i_1 17%, sky130_fd_sc_hd__mux4_1 8.2%, sky130_fd_sc_hd__nor2_1 6.6%, sky130_fd_sc_hd__mux2_2 4.7%"
  flip_flop_and_latch_count_after_synthesis: 46
  ys_seq_share: 0.477
  yosys.area.top_type_share: 0.477
clock_network:
  clock_transition_at_the_register_clock_pins_on_the_worst_setup_and_hold_paths_after_cts_ns: 0.09
  cts-root-to-sink-buffers: 2
  cts_repair_resize_count: 0
  cts_tree: "built"
  clock-root-buffer: "sky130_fd_sc_hd__clkbuf_8"
  cts_num_sinks: 46
  h-tree-depth: 2
  cts-hold-fix-buffers: 0
  postCtsSetupRepairBufs: 0
  clk_latency_ns: 0.30
  number_of_buffers_inserted_during_clock_tree_synthesis: 5
layout:
  final_layout_size_suffix_gt1_frac: 0.0995
  layout_overhead_on_the_synthesized_area_pct: 20.7
  fill_cells: 409
setup_path:
  reg2reg_depth: 3
  cp_top_family: "buffers and inverters"
  worst_path_max_delay_cell: "sky130_fd_sc_hd__clkdlybuf4s50_1"
  max_stage_delay_ns: 0.46
  crit_type: "reg -> out"
  critical_path_cell_count: 1
  timing.critical_path.required_ns: 1.92
  buf_inv_on_cp: 1
  crit_path_max_fanout: 1
  worst_setup_path_start_kind: "flip-flop"
  crit_path_end_kind: "output pin"
  critical_path_arrival_ns: 1.10
  worstPathCellList: "clkdlybuf4s50_1"
final_timing:
  hold_viol_final: 0
  final.min_clock_period_ns: 1.58
  rsz0062_at_grt: "false"
  worst_pin_slew_ns: 0.689
  finalSetupViolCount: 0
  layout_setup_ws_ns: 0.823
  timing.slew.headroom: 0.540
  timing.clock.skew_ns: 0.00635
  timing.hold.ws_ns: 0.439
  post-route-period-util: 0.657
  setup_total_negative_slack_ns: 0
  report.final.slew_viol_count: 0
  clock.fmax_ghz: 0.634
global_route:
  grt_antenna_before_repair: 0
  grt_overflow: 0
  first_global_vias: 1340
  grt_max_degree: 27
  global_route.usage.total: 0.172
  grt_first_pass_wirelength_um: 6490
flow_run:
  stage_log_warnings: 25
  drv.max_cap_violation_count: 0
drt:
  vias: 1361
  post-route-drc-count: 0
  n_antenna_cell: 0
  ant_nets: 0
  drt-vias-per-instance: 5.38
  first_pass_iters: 4
  drt-initial-drc-count: 65
  routedWlPerCell_um: 16.0
  postRouteWirelength_um: 4060
placement:
  weighted_congestion_reported_at_the_end_of_routability_driven_placement: 0.793
  detailedPlacementHpwl_um: 2550
  port_buffers: 26
  placement.setup.worst_slack_ns: 0.687
hold_path:
  class_of_the_worst_hold_path: "reg -> reg"
  timing.hold.worst_path_depth: 1
status:
  run_status: "finished clean"
power by group through the flow:
stage                 clock network, mW  registers [mW]  logic [mW]
final                             0.467           0.848       0.148
after global routing              0.511           0.854       0.161
after CTS                         0.480           0.848       0.149
cell usage in the layout, fill, tap and decap left out, drive strengths merged:
cell,count
dfxtp,46
nor2,34
mux2i,32
clkdlybuf4s50,26
and2,12
inv,8
mux2,8
o31ai,8
a311oi,8
mux4,8
clkbuf,5
clkinv,3
buf,2
clkinvlp,1
logic make-up (layout without fill, tap and decap cells):
logic type	after synthesis	after routing	share of synthesized area
DFF	46	46	0.477
muxes	48	48	0.318
and+or+nand+nor	46	46	0.105
buffers and inverters	16	45	0.0330
AOI/OAI and AO/OA	16	16	0.0674
per-stage QoR:
stage	total power [mW]	utilization	area [um^2]	std cells
finish	1.46	0.518	2330	253
CTS	1.48	0.518	2330	253
global placement	1.01	0.498	2240	245
floorplan	0.931	-	1930	172
detailed placement	1.01	0.498	2240	245
global route	1.53	0.518	2330	253
worst paths after layout:
kind | startpoint | endpoint | slack, ns
worst max-delay path | Result[0] | Result[0] | 0.82
worst min-delay path | fsm_U0.valid_ctl | valid | 0.44
worst max register to register | D[6] | Result[6] | 1.13
worst min register to register | fsm_U0.valid_ctl | valid | 0.44
worst register-to-register path, delay by kind of cell (launching register included):
family          cells  cell delay [ns]
simple gates        1             0.12
flops               1             0.41
compound gates      1             0.05
mux                 1             0.58
state kept, by name (all words and copies together) (netlist names):
| signal | count |
|---|---|
| D | 8 |
| fsm_U0.state | 4 |
| P | 8 |
| valid | 1 |
| M | 8 |
| fsm_U0.valid_ctl | 1 |
| S | 8 |
| Result | 8 |
cells in the mapped netlist:
| cell | number |
|---|---|
| sky130_fd_sc_hd__dfxtp_1 | 46 |
| sky130_fd_sc_hd__nor2_1 | 34 |
| sky130_fd_sc_hd__mux2i_1 | 32 |
| sky130_fd_sc_hd__and2_1 | 12 |
| sky130_fd_sc_hd__a311oi_1 | 8 |
| sky130_fd_sc_hd__inv_1 | 8 |
| sky130_fd_sc_hd__mux2_2 | 8 |
| sky130_fd_sc_hd__o31ai_1 | 8 |
| sky130_fd_sc_hd__mux4_1 | 6 |
| sky130_fd_sc_hd__clkbuf_1 | 4 |
| sky130_fd_sc_hd__buf_2 | 3 |
| sky130_fd_sc_hd__mux4_2 | 2 |
| sky130_fd_sc_hd__clkinv_1 | 1 |
layout make-up:
cell class | count | area [um^2] | share of cell area
multi-input combinational | 110 | 946 | 0.406
timing repair buffer | 28 | 275 | 0.118
clock inverter | 3 | 21.3 | 0.00913
clock buffer | 5 | 68.8 | 0.0295
inverter | 9 | 33.8 | 0.0145
tap | 52 | 65.1 | 0.0279
sequential | 46 | 921 | 0.395
per-layer routing:
layer	share of wire	vias up	track usage
li1	-	671	-
met2	0.47	32	0.289
met5	0	-	0
met1	0.49	651	0.254
met3	0.032	7	0.0285
met4	0.012	0	0.0218
Power figures rest on the tool's default switching activity, not on a simulated workload.
